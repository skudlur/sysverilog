<file path="flow/design.v">
module CLA_Adder(a,b,cin,sum,cout);
input logic [3:0] a,b;
input logic cin;
output logic [3:0] sum;
output logic cout;
logic p0,p1,p2,p3,g0,g1,g2,g3,c1,c2,c3,c4;
assign p0=(a[0]^b[0]),
		 p1=(a[1]^b[1]),
		 p2=(a[2]^b[2]),
		 p3=(a[3]^b[3]);
assign g0=(a[0]&b[0]),
		 g1=(a[1]&b[1]),
		 g2=(a[2]&b[2]),
		 g3=(a[3]&b[3]);
assign c0=cin,
		 c1=g0|(p0&cin),
		 c2=g1|(p1&g0)|(p1&p0&cin),
		 c3=g2|(p2&g1)|(p2&p1&g0)|(p1&p1&p0&cin),
		 c4=g3|(p3&g2)|(p3&p2&g1)|(p3&p2&p1&g0)|(p3&p2&p1&p0&cin);
assign sum[0]=p0^c0,
		 sum[1]=p1^c1,
		 sum[2]=p2^c2,
       sum[3]=p3^c3;
assign cout=c4;
endmodule
</file>
<file path="flow/config.mk">
export PLATFORM = sky130hd
export DESIGN_NAME = CLA_Adder
export DESIGN_NICKNAME = CLA_Adder
export VERILOG_FILES = /design/flow/design.v
export SDC_FILE = /design/flow/constraint.sdc
export NUM_CORES = 4
export LEC_CHECK = 1
export CORE_AREA = 10 10 70 70
export DIE_AREA = 0 0 80 80
</file>
<file path="flow/run.sh">
#!/bin/bash
# OpenROAD 26Q1-2900-gdf79404cd8, Yosys 0.63+post, stock flow scripts
make -C /OpenROAD-flow-scripts/flow DESIGN_CONFIG=/design/flow/config.mk WORK_HOME=/design/flow/orfs finish
</file>
<file path="flow/constraint.sdc">
current_design CLA_Adder

set clk_period 1.7
set clk_io_pct 0.2

create_clock -name clk0 -period $clk_period

set non_clock_inputs [all_inputs -no_clocks]
set_input_delay [expr $clk_period * $clk_io_pct] -clock clk0 $non_clock_inputs
set_output_delay [expr $clk_period * $clk_io_pct] -clock clk0 [all_outputs]
</file>
==> flow_summary.rst <==
Run summary
-----------

.. list-table::
   :header-rows: 1

   * - Metric
     - Value
   * - Total I/O pin count
     - 14
   * - Achievable Freq
     - around 570 MHz
   * - Remaining number of nets flagged by the antenna check after routing
     - 0
   * - Via count
     - 247
   * - CP Capture Type
     - primary output
   * - Layout Area Growth over Synthesis
     - 166%
   * - Transition time at the pin with the least slew margin
     - 225 ps
   * - Yosys stat area
     - about 190 um^2
   * - Headroom to the max-slew limit
     - 0.850
   * - Setup CP Type
     - input pin to primary output
   * - X dimension of the die
     - roughly 80 um
   * - Row cnt
     - 21
   * - Met2 global-route usage
     - 0.0281
   * - Maximum number of pins on one net before global-route repair
     - 5
   * - Total die size
     - about 6400 um^2
   * - Top logic cells by instance count in the layout
     - buf_6 (8), buf_4 (4)
   * - Largest stage delay on the critical path
     - between 200 and 300 ps
   * - Standard cell with the maximum stage delay on the critical path
     - a221oi_4
   * - Worst Hold Launch
     - b[2]
   * - Cell leakage power
     - 0.216 nW
   * - Number of DRC markers in iteration 0
     - 0
   * - Type of the tightest min-delay check
     - input pin to primary output
   * - Max-Cap Viols
     - 0
   * - Worst hold path endpoint
     - sum[3]
   * - Vias in the first global route
     - ~250
   * - Violations in the final reports
     - setup timing
   * - Average cell area after synthesis
     - a little under 9 um^2
   * - Global-route total usage across every layer
     - 0.0224
   * - Run status
     - finished, violations left
   * - Final cell count without fillers
     - just under 90
   * - Residual overflow from global routing
     - 0
   * - Synth Warn #
     - 1
   * - Cell area after synthesis
     - roughly 190 um^2
   * - Cells in synth_stat.txt
     - 22
   * - Fp util
     - 0.0557
   * - Final Hold Viols
     - 0
   * - Ratio of total power to cell area
     - 316 nW/um^2
   * - Total design power
     - 0.000160 W
   * - Tally of clock buffers in the finished layout
     - 0
   * - Sequential Area
     - 0 um^2
   * - Worst hold path stage count
     - 5
   * - Post-detailed-route wirelength per cell
     - between 8 and 9 um
   * - CP Buf/Inv Count
     - 4
   * - Peak supply drop
     - approximately 0.097 mV
   * - Number of max-slew violations in the final report
     - 0
   * - Instance tally after logic synthesis
     - 22
   * - Dominant logic cell type in the layout
     - buf_6
   * - Fraction of layout cells with a size suffix above 1
     - 0.674
   * - Antenna violations before repair
     - 0
   * - Cell repeated most along the worst path
     - buf_6
   * - Fraction of the yosys area taken by sequential cells
     - 0
   * - Buffers on Ports
     - 14
   * - Placed cell count
     - 86
   * - Met3 track demand over resource in global routing
     - 0.0136
   * - Tmin final
     - 1770 ps
   * - Maximum net fanout on the critical path
     - 2
   * - Vias per cell
     - 2.78
   * - Setup TNS
     - -66.5 ps
   * - Nature of the critical path startpoint
     - input pin
   * - Routability congestion estimate from global placement
     - between 0.7 and 0.8
   * - Final setup viols
     - 2
   * - Total tool warning count
     - 35
   * - Worst endpoint required time
     - about 1400 ps
   * - Routing usage on met1
     - 0.0331
   * - Cell type group with the largest total delay on the critical path
     - buffers and inverters
   * - Antenna fix cells
     - 0
   * - Critical path data arrival time
     - 1430 ps
   * - Global-route wire length before repair
     - 1.18 mm
   * - Height of the chip
     - 80 um
   * - Distinct lib cells
     - 10
   * - Routed wire length
     - ~750 um
   * - Fill cell count
     - around 390
   * - Post-Place Setup Slack
     - -892 ps
   * - RSZ-0062 raised after global routing
     - yes
   * - Number of flip-flops and latches
     - 0
   * - Final non-filler cell area
     - 505 um^2
   * - Drt drc
     - 0
   * - Post-route clock period utilization
     - 1.04
   * - Busiest grt layer
     - met1
   * - Critical path cell sequence
     - buf_6 > ha_4 > buf_6 > buf_6 > a221oi_4 > xnor2_1 > buf_2
   * - Detailed-router iteration count before antenna repair
     - 1
   * - Post-DP Area
     - between 400 and 500 um^2
   * - Half-perimeter wire length of the detailed placement result
     - approximately 630 um
   * - Minimum setup slack in the final design
     - -65.7 ps
   * - Total core area
     - 3420 um^2
## layout make-up
class,count,area (um^2),share of cell area
timing repair buffer,21,188,0.371
multi-input combinational,17,241,0.478
inverter,5,18.8,0.0371
tap,46,57.6,0.114
## kinds of logic (layout without fill, tap and decap cells)
kind of cell | count (synthesis) | after routing | synth area share
adders and majority gates | 6 | 6 | 0.434
buffers and inverters | 5 | 26 | 0.0987
AOI/OAI and AO/OA | 8 | 8 | 0.329
xor gates and xnor gates | 3 | 3 | 0.138
## worst max path at each step
stage	start	endpoint	slack, ps	depth (start not counted)
global route	a[2]	sum[3]	-140	7
finish	a[2]	sum[3]	-70	7
CTS	b[2]	sum[3]	-110	6
## report_power, final
part	switching, W	leakage (nW)	internal, W
Combinational	0.0000582	0.216	0.000102
Sequential	0	0	0
Clock	0	0	0
## cells in the mapped netlist (all sizes together)
cell type  n  share of area
ha         5           0.33
a21oi      2          0.053
xnor2      3           0.14
a221oi     1          0.079
a21o       2          0.079
inv        5          0.099
fa         1           0.11
a41oi      1          0.046
a22o       1          0.046
o21ai      1          0.026
## per-layer routing
| metal | up-vias | part of all wire |
|---|---|---|
| met1 | 112 | 0.53 |
| li1 | 122 | - |
| met5 | - | 0 |
| met2 | 13 | 0.32 |
| met4 | 0 | 0 |
| met3 | 0 | 0.15 |
## per-stage QoR
step / hold slack, ps / utilization
final: 1140 / 0.148
after global placement: 1770 / 0.122
after CTS: 1150 / 0.146
after global routing: 1190 / 0.148
after detailed placement: 1770 / 0.122
after floorplan: 849 / -
## what timing repair did
| action | 4_1_cts | 5_1_grt |
|---|---|---|
| cloned | 0 | 0 |
| hold buffers | 0 | 0 |
| setup endpoints to repair | 5 | 4 |
| endpoints found under the hold margin | 0 | 0 |
| setup buffers | 2 | 1 |
| resized | 59 | 2 |
| pin swaps | 10 | 7 |
No activity file was given, so power comes from the tool's default toggle rates.
