## design/flow/design.v

```verilog
module mbox(
 			 clk,
  			 rst,
  			 op1,
  			 op2,
  			 mdsel,
			 out  			 
);
  parameter XLEN = 32;
  input logic clk;
  input logic rst;
  input logic [(XLEN/2)-1:0] op1;
  input logic [(XLEN/2)-1:0] op2;
  input logic mdsel;
  output logic [XLEN-1:0] out;
  always @(posedge clk) begin
    if(rst) 
      out <= 0;
    if(mdsel == 0)
      out <= op1 * op2;
    else
      out <= op1 / op2;
  end
endmodule
```

## design/flow/run.sh

```bash
#!/bin/bash
# OpenROAD 26Q1-2900-gdf79404cd8, Yosys 0.63+post, stock flow scripts
make -C /OpenROAD-flow-scripts/flow DESIGN_CONFIG=/design/flow/config.mk WORK_HOME=/design/flow/orfs finish
```

## design/flow/config.mk

```make
export PLATFORM = sky130hd
export DESIGN_NAME = mbox
export DESIGN_NICKNAME = mbox
export VERILOG_FILES = /design/flow/design.v
export SDC_FILE = /design/flow/constraint.sdc
export NUM_CORES = 4
export LEC_CHECK = 1
export CORE_UTILIZATION = 30
```

## design/flow/constraint.sdc

```tcl
current_design mbox

set clk_period 56.5
set clk_io_pct 0.2

create_clock -name clk0 -period $clk_period [get_ports {clk}]

set non_clock_inputs [all_inputs -no_clocks]
set_input_delay [expr $clk_period * $clk_io_pct] -clock clk0 $non_clock_inputs
set_output_delay [expr $clk_period * $clk_io_pct] -clock clk0 [all_outputs]
```

==> impl_metrics.json <==
{
  "status": "complete, but fails checks",
  "violations": "setup timing",
  "ys_async_sr_fraction": 0,
  "area_growth_pct": 56.4,
  "instances_no_fill": 7250,
  "drive_above_1_share": 0.385,
  "place.gp.congestion": 0.980,
  "drt_iter0_markers": 1864,
  "row_count": 118,
  "grt_max_degree": 42,
  "max_freq_mhz": 11.4,
  "cap_violations": 0,
  "die_height_um": 325,
  "cts_root_buf": "clkbuf_16",
  "reg_top3": "out: 32 flops",
  "netlist_area_sq_um": 31400,
  "grt_setup_unrepaired": "true",
  "worstPathRequired_ps": 56690,
  "cts_sinks": 32,
  "yosys_area_sq_um": 31400,
  "max_stage_delay_ps": 510,
  "synth.top_cell.area_share": 0.199,
  "grt_pass1_wl_um": 186000,
  "wl_per_cell_um": 16.7,
  "setup_ws_ps": -31310,
  "antenna_found_initial": 4,
  "ctsHoldBuffers": 0,
  "drt_drc_violations_left": 0,
  "synth.avg_cell_area_sq_um": 7.34,
  "finalMaxSlewViolations": 0,
  "relSlewSlack": 0.518,
  "synth-edff-count": 0,
  "cp_common_cell": "o21a_1",
  "min_period_ps": 87810,
  "crit_path_end_kind": "register",
  "clk_pin_slew_ps": 70,
  "synthCells": 4273,
  "final-hold-violation-count": 0,
  "vias_per_cell": 5.10,
  "overflow": 0,
  "worst-setup-path-type": "input port to register",
  "hold_path.class": "input port to register",
  "cts_tree": "done",
  "drt_first_pass_iters": 5,
  "finalWirelength_um": 121000,
  "grt_pass1_vias": 34500,
  "fp_util": 0.303,
  "die_w_um": 325,
  "yosys_warnings": 1,
  "dieArea_sq_um": 106000,
  "fin_tns_setup_ps": -149830,
  "critical_path_arrival_ps": 88000,
  "ys_cells": 4273,
  "largest_register_ffs": 32,
  "portBuffers": 65,
  "core_sq_um": 104000,
  "grt_usage": 0.224,
  "setup_violations": 9,
  "synth.ff_latch_count": 32,
  "vias": 37000,
  "synth.distinct_cells": 121,
  "period_used_share": 1.55,
  "h-tree-depth": 2,
  "antenna_left": 0,
  "ctsLongestPathBuffers": 2,
  "crit_path_top_delay_cell": "clkdlybuf4s50_1",
  "top_area_cell": "ha_1",
  "whs_ps": 11640,
  "pre_cts_ws_ps": -34040,
  "warnings": 33,
  "critPathLaunchType": "input port",
  "synth_top_flop_cell": "dfxtp_1",
  "crit_fanout": 8,
  "ys_seq_frac": 0.0204,
  "pin_count": 67,
  "placedCellCount": 7033,
  "topCellsByArea": "ha_1, fa_1, nand2_1",
  "cts_made_buffers": 5,
  "tightest_slew_ps": 719,
  "place_hpwl_um": 95300,
  "largest_register": "out"
}
[critical path, delay by kind of cell]
kind,cells,cell delay [ps]
AND-OR/OR-AND,245,43820
multiplexers,7,2260
buffers and inverters,46,6310
XOR/XNOR,1,200
adder cells (fa/ha/maj),30,8150
AND/OR/NAND/NOR,96,15890
[worst paths after layout]
path / cells past startpoint / from / slack, ps / endpoint
setup / recovery: 425 / op2[9] / -31310 / out[0]
hold / removal: 5 / mdsel / 11640 / out[0]
[metal layers]
layer | track usage | wire, um | vias up
li1 | - | - | 18600
met2 | 0.357 | 53600 | 982
met3 | 0.0457 | 8500 | 129
met4 | 0.0400 | 2760 | 2
met1 | 0.317 | 56100 | 17200
met5 | 0 | 13 | -
[stage by stage]
step	cell area, sq um	util
2_1_floorplan	32900	-
3_3_place_gp	45200	0.436
3_5_place_dp	45200	0.436
4_1_cts	46000	0.444
5_1_grt	49100	0.474
6_report	49100	0.474
[cells by family (layout without fill, tap and decap cells)]
logic type / Yosys count / after routing / synth area share
other: 1 / 18 / 0.000120
DFF: 32 / 32 / 0.0204
buffers and inverters: 485 / 2064 / 0.0600
and+or+nand+nor: 1570 / 1570 / 0.245
xor gates and xnor gates: 200 / 200 / 0.0558
AOI/OAI and AO/OA: 1177 / 1178 / 0.256
muxes: 114 / 114 / 0.0399
adders and majority gates: 694 / 694 / 0.323
[layout make-up]
cell class | count | area, sq um
timing repair buffer | 1721 | 13500
antenna | 2 | 5.00
multi-input combinational | 3772 | 31800
fill | 9504 | 54600
tap | 1380 | 1730
sequential | 32 | 641
inverter | 336 | 1260
clock buffer | 7 | 153
[layout by cell type, fill, tap and decap left out, drive strengths merged, types with 162 or more instances in the layout]
master and count:
fa 194, nand2 446, nor3 218, ha 500
o21a 192, nor2 389, buf 1657, a21oi 306
o21ai 162, inv 335
[what timing repair did]
item | 4_1_cts | 5_1_grt
setup buffers | 44 | 163
pin swaps | 51 | 311
gates cloned | 1 | 2
endpoints found under the setup margin | 9 | 10
gates resized | 79 | 375
[synthesized netlist by cell type (10+ instances only)]
master    count
nand3b_1     10
xnor2_1     133
nor2b_1      37
o21ai_1      10
o31ai_1      99
or4_1        10
and3_1       32
o21a_1      192
buf_1        14
o211ai_1     44
or2_2        61
o21bai_1     33
a31oi_1      31
a21o_1       65
ha_1        500
a21boi_0     24
a211o_1      14
nand2_1     445
nand4_1      33
nor3_1      213
nor4_1       28
fa_1        194
or3_1        39
mux2_2       74
buf_2        15
inv_1       335
o21ai_0     150
nand3_1      79
dfxtp_1      32
a21oi_1     304
a221oi_1     10
o31a_1       11
nor3b_1      11
xor2_1       67
clkbuf_1    111
mux2i_1      34
and2_1       80
nor2_1      385
a211oi_1     33
nand2b_1     41
