### ./run.sh
#!/bin/bash
# OpenROAD 26Q1-2900-gdf79404cd8, Yosys 0.63+post, stock flow scripts
make -C /OpenROAD-flow-scripts/flow DESIGN_CONFIG=/design/flow/config.mk WORK_HOME=/design/flow/orfs finish
### ./config.mk
export PLATFORM = sky130hd
export DESIGN_NAME = matmul
export DESIGN_NICKNAME = matmul
export VERILOG_FILES = /design/flow/design.v
export SDC_FILE = /design/flow/constraint.sdc
export NUM_CORES = 4
export LEC_CHECK = 1
export CORE_UTILIZATION = 50
### ./constraint.sdc
current_design matmul

set clk_period 8.0
set clk_io_pct 0.2

create_clock -name clk0 -period $clk_period [get_ports {clk}]

set non_clock_inputs [all_inputs -no_clocks]
set_input_delay [expr $clk_period * $clk_io_pct] -clock clk0 $non_clock_inputs
set_output_delay [expr $clk_period * $clk_io_pct] -clock clk0 [all_outputs]
### ./design.v
module matmul(A,B,y,clk);    
    input logic [31:0] A;
    input logic [31:0] B;
    output logic [31:0] y;
	 input logic clk;
    logic [7:0] A1 [0:1][0:1];
    logic [7:0] B1 [0:1][0:1];
    logic [7:0] y1 [0:1][0:1]; 
    integer i,j,k;
    always @(posedge clk)  
    begin
        {A1[0][0],A1[0][1],A1[1][0],A1[1][1]} = A;
        {B1[0][0],B1[0][1],B1[1][0],B1[1][1]} = B;
        i = 0;
        j = 0;
        k = 0;
        {y1[0][0],y1[0][1],y1[1][0],y1[1][1]} = 32'd0; 
        for(i=0;i < 2;i=i+1)
            for(j=0;j < 2;j=j+1)
                for(k=0;k < 2;k=k+1)
                    y1[i][j] = y1[i][j] + (A1[i][k] * B1[k][j]);
        y = {y1[0][0],y1[0][1],y1[1][0],y1[1][1]};            
    end 
endmodule
==> impl_metrics.toml <==
# yosys + openroad results
[status]
outcome = "completed"

[power_and_ir_drop]
vdd_ir_drop_max_mv = 0.187
p_sw_share_pct = 38.5
design_power_total_mw = 2.30
leak_pwr_nw = 4.82
combinationalPowerShare_pct = 80.1
power.internal_mw = 1.41
power-per-cell-area_nw_per_um2 = 235
p_switching_mw = 0.885
pwr-share-clk_pct = 8.1
power.share.sequential_pct = 11.8

[route]
drt_first_pass_iters = 4
wirelength_um = 20400
diodes = 0
vias = 5980
route.detailed.drc = 0
number_of_vias_per_cell = 4.85
drt-wirelength-per-cell_um = 16.5
detail-route-antenna-nets = 0
first_iter_violations = 256

[clock_network]
tritoncts = "built"
clock_sink_count = 32
postCtsSetupBuffers = 0
post_cts.resized_instances = 0
cts-hold-fix-buffers = 0
clock-root-buffer = "clkbuf_16"
h-tree-depth = 2
cts_buffers = 5
clock_tree_buf_depth = 2
path_clk_slew_ns = 0.05

[die]
floorplanUtilization_pct = 51.3
die_y_um = 132
design.die.area_um2 = 17500
std_cell_rows = 47
ios = 97
coreArea_um2 = 16600
die_x_um = 132

[global_route]
via_count_of_the_first_global_routing_pass = 6513
globalRouteOverflowTotal = 0
grt_first_pass_wirelength_um = 33900
grt_util_all_layers_pct = 26.8
grt_start_max_net_pins = 17
antenna_found_initial = 0

[place]
gp_routability_congestion = 0.881
detailedPlacementHpwl_um = 16500
io_buffers = 96

[timing]
timing.setup.tns_ns = 0
clock.fmax_mhz = 153
finalMaxSlewViolations = 0
fraction_of_the_cycle_the_final_worst_path_needs_pct = 81.6
setup_repair_after_global_routing_missed_its_margin = "false"
relSlewSlack_pct = 53.2
timing_hold_violations_final = 0
timing_worst_slew_pin_value_ns = 0.700
timing.final.crit_period_ns = 6.53
setup_viol = 0

[worst_setup_path]
cp-endpoint = "y[15]$_DFF_P_"
critical_path.startpoint_type = "primary input"
startpoint = "B[25]"
endpoint_kind = "flop"
timing.critical_path.arrival_ns = 6.70
worst-setup-path-type = "primary input to flop"
worstPathRequired_ns = 8.17
crit_path_max_fanout = 14

[cells_and_area]
utilization_pct = 58.9
synthToLayoutAreaGrowth_pct = 14.7
post_route_cells_drive_above_1_share_pct = 0.791
largest_reg_flops = 32

[synthesis]
synth_area_per_cell_um2 = 9.04
chip_area_yosys_um2 = 8510
ys_top_cells_by_area = "fa_1, ha_1, and2_1, xnor2_1, inv_1"
yosys.stat.seqShare_pct = 7.53
synth_top_cell_by_area = "fa_1"
postSynthRegisterBits = 32
postSynth.asyncResetShare_pct = 0
synth.distinct_cells = 16
synth-edff-count = 0
dominantRegCellSynth = "dfxtp_1"
synth.cells.most_frequent = "inv_1, and2_1, nand2_1"
synth.top_cell.area_share_pct = 29.2
synthesis.yosys.warnings = 4
synthCells = 942
synthesis.area_um2 = 8510
yosysMostFrequentCell = "inv_1"
yosys_cells = 942

[run]
maxCapViolations = 0
openroad.warnings = 25

[hold_path]
timing.hold.worst.class = "primary input to flop"
-- placed cells by master, fill, tap and decap left out, drive strengths merged --
cell	Yosys	final
fa	124	124
a21o	4	4
a21oi	12	12
clkdlybuf4s50	0	96
ha	140	140
xor2	21	21
o21bai	4	4
xnor3	16	16
clkbuf	33	5
inv	180	180
buf	1	3
xnor2	79	79
dfxtp	32	32
nand2	143	143
and2	145	145
nor2	8	8
-- metal layers --
layer,GRT usage [%],vias to the layer above,part of all wire [%]
li1,-,2934,-
met4,2.17,0,0.91
met5,0,-,0
met1,41.2,2888,46
met2,42.4,147,47
met3,6.13,11,6.5
-- area by class of cell --
class,count,area [µm²]
Multi-Input combinational cell,696,7060
Fill cell,1506,6820
Tap cell,220,275
Sequential cell,32,641
Clock buffer,5,125
Timing Repair Buffer,99,983
Inverter,180,676
-- worst max-delay path, cell delays in order --
cell,delay (ns)
clkdlybuf4s50_1,0.79
nand2_1,0.15
fa_1,0.53
fa_1,0.53
fa_1,0.52
inv_1,0.05
fa_1,0.47
fa_1,0.54
inv_1,0.05
fa_1,0.42
xor2_1,0.16
xnor2_1,0.18
xnor2_1,0.16
xnor3_1,0.35
xnor3_1,0.18
-- worst min-delay path by stage --
| stage | from | to | slack, ns | cells after the start |
|---|---|---|---|---|
| after CTS | A[0] | y[8]$_DFF_P_ | 2.28 | 4 |
| after global routing | A[0] | y[8]$_DFF_P_ | 2.32 | 4 |
| final | A[0] | y[8]$_DFF_P_ | 2.30 | 4 |
-- power by group through the flow --
stage / Clock [mW] / Sequential, mW / Combinational, mW
after global routing: 0.198 / 0.277 / 2.12
final: 0.185 / 0.272 / 1.84
after CTS: 0.197 / 0.273 / 1.88
-- kinds of logic after synthesis --
kind of cell	Yosys count	share of synthesized area, %
AND-OR/OR-AND	20	1.41
AND/OR/NAND/NOR	296	17.3
XOR/XNOR	116	14.5
adder cells (fa/ha/maj)	264	49.7
flip-flops	32	7.53
buffers and inverters	214	9.48
-- stage by stage --
stage                     hold slack, ns  std cells  cell area [µm²]  setup WS, ns
after global placement              2.25       1227             9640          1.21
after global routing                2.32       1232             9760          1.14
final                               2.30       1232             9760          1.47
after CTS                           2.28       1232             9760          1.45
after floorplan                     1.83        942             8510          1.93
after detailed placement            2.25       1227             9640          1.15
No activity file was given, so power comes from the tool's default toggle rates.
